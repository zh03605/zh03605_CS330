**design/flow/config.mk**
```make
export PLATFORM = sky130hd
export DESIGN_NAME = ALU_64_bit
export DESIGN_NICKNAME = ALU_64_bit
export VERILOG_FILES = /design/flow/design.v
export SDC_FILE = /design/flow/constraint.sdc
export NUM_CORES = 4
export LEC_CHECK = 1
export CORE_UTILIZATION = 40
```
**design/flow/constraint.sdc**
```tcl
current_design ALU_64_bit

set clk_period 61.1
set clk_io_pct 0.2

create_clock -name clk0 -period $clk_period

set non_clock_inputs [all_inputs -no_clocks]
set_input_delay [expr $clk_period * $clk_io_pct] -clock clk0 $non_clock_inputs
set_output_delay [expr $clk_period * $clk_io_pct] -clock clk0 [all_outputs]
```
**design/flow/design.v**
```verilog
module ALU_64_bit
  (
  input [63:0] a,b, 
  input CarryIn,
  input [3:0] ALUOp,
  output reg [63:0]Result,
  output reg CarryOut,
  output reg Zero
  );
  always @(a, b, CarryIn, ALUOp, Result)
  begin
    Zero = 1'b0;
    CarryOut <= 0;
    if (ALUOp == 4'b0000)  
      Result = a & b;
    if (ALUOp == 4'b001)  
      Result = a | b;
    if (ALUOp == 4'b1100)  
      Result = ~(a | b);
    if (ALUOp == 4'b0110)  
    begin
      Result = a - b;
    end 
    if (ALUOp == 4'b0010)  
    begin
      Result = a + b;
    end
    if (Result == 64'b0)
      Zero = 1'b1;
  end
endmodule
```
**design/flow/run.sh**
```bash
#!/bin/bash
# OpenROAD 26Q1-2900-gdf79404cd8, Yosys 0.63+post, stock flow scripts
make -C /OpenROAD-flow-scripts/flow DESIGN_CONFIG=/design/flow/config.mk WORK_HOME=/design/flow/orfs finish
```
==> flow_results.xml <==
<?xml version="1.0" encoding="UTF-8"?>
<metrics>
  <group name="outcome">
    <metric name="status" unit="">finished, final reports clean</metric>
  </group>
  <group name="logic_synthesis">
    <metric name="yosysCellCount" unit="">2094</metric>
    <metric name="ys.flops" unit="">64</metric>
    <metric name="synth.top_cells.by_count" unit="">230 x sky130_fd_sc_hd__a21oi_1, 207 x sky130_fd_sc_hd__inv_1, 199 x sky130_fd_sc_hd__nor2_1, 191 x sky130_fd_sc_hd__ha_1, 160 x sky130_fd_sc_hd__nand2_1</metric>
    <metric name="synth.avg_cell_area" unit="µm²">6.62</metric>
    <metric name="post-synth-top-area-cell" unit="">sky130_fd_sc_hd__ha_1</metric>
    <metric name="yosysTopAreaCellShare" unit="%">17.2</metric>
    <metric name="synth_chip_area" unit="mm²">0.0139</metric>
    <metric name="netlist-cell-type-count" unit="">97</metric>
    <metric name="edf_count" unit="">0</metric>
    <metric name="post_synth_inst_count" unit="">2094</metric>
    <metric name="ys_async_sr_fraction" unit="%">0</metric>
    <metric name="synthesis.yosys.warnings" unit="">1</metric>
    <metric name="synthMostInstantiatedCell" unit="">sky130_fd_sc_hd__a21oi_1</metric>
    <metric name="netlist_area" unit="mm²">0.0139</metric>
    <metric name="synth-main-ff-cell" unit="">sky130_fd_sc_hd__dlxtn_1</metric>
    <metric name="yosys-top-cells-area" unit="">sky130_fd_sc_hd__ha_1 17%, sky130_fd_sc_hd__a21oi_1 8.3%, sky130_fd_sc_hd__dlxtn_1 6.9%, sky130_fd_sc_hd__inv_1 5.6%, sky130_fd_sc_hd__nor2_1 5.4%</metric>
  </group>
  <group name="drt">
    <metric name="drc_errors" unit="">0</metric>
    <metric name="drt.antenna.violating_nets" unit="">0</metric>
    <metric name="n_antenna_cell" unit="">0</metric>
    <metric name="via_count" unit="">16604</metric>
    <metric name="routed_wirelength" unit="µm">61000</metric>
    <metric name="drtIter0Drc" unit="">1627</metric>
    <metric name="vias_cell" unit="">6.28</metric>
    <metric name="avg_wl_per_cell" unit="µm">23.1</metric>
    <metric name="dr.pass1.iters" unit="">6</metric>
  </group>
  <group name="floorplan">
    <metric name="die_x" unit="µm">188</metric>
    <metric name="i_o_pins" unit="">199</metric>
    <metric name="fp_util" unit="%">41.0</metric>
    <metric name="die_size" unit="mm²">0.0354</metric>
    <metric name="placeableCoreArea" unit="mm²">0.0338</metric>
    <metric name="core.rowCount" unit="">67</metric>
    <metric name="die_h" unit="µm">188</metric>
  </group>
  <group name="timing">
    <metric name="finalMaxSlewViolations" unit="">0</metric>
    <metric name="rsz0062_at_grt" unit="">false</metric>
    <metric name="post_route_clock_period_utilization" unit="%">51.3</metric>
    <metric name="timing.final.hold_violations" unit="">0</metric>
    <metric name="endpoints_left_unconstrained" unit="">128</metric>
    <metric name="maxSlewHeadroom" unit="%">36.2</metric>
    <metric name="postLayoutSetupSlackWorst" unit="ns">29.74</metric>
    <metric name="report.final.setup_viol" unit="">0</metric>
    <metric name="total_negative_setup_slacks" unit="ns">0</metric>
    <metric name="tightestPinTransition" unit="ns">0.949</metric>
    <metric name="unclocked_regs" unit="">64</metric>
    <metric name="timing.hold.ws" unit="ns">25.94</metric>
    <metric name="fmax" unit="GHz">0.0319</metric>
    <metric name="finalCriticalPeriod" unit="ns">31.36</metric>
  </group>
  <group name="grt">
    <metric name="grt_max_degree" unit="">53</metric>
    <metric name="grt_pass1_wl" unit="µm">92800</metric>
    <metric name="track_usage" unit="%">34.3</metric>
    <metric name="antenna_violations_before_repair" unit="">0</metric>
    <metric name="grt_pass1_vias" unit="">15284</metric>
    <metric name="globalRouteOverflowTotal" unit="">0</metric>
  </group>
  <group name="place">
    <metric name="preCtsSetupSlack" unit="ns">29.72</metric>
    <metric name="place.gp.congestion" unit="">1.03</metric>
    <metric name="detailed_place_hpwl" unit="µm">49300</metric>
    <metric name="buffer_ports.inserted" unit="">197</metric>
    <metric name="dpl_cell_area" unit="mm²">0.0160</metric>
  </group>
  <group name="worst_setup_path">
    <metric name="worst_ep_arrival_time" unit="ns">19.14</metric>
    <metric name="cp.required" unit="ns">48.88</metric>
    <metric name="cp_max_fo" unit="">22</metric>
    <metric name="setup.worst_path.class" unit="">input port to output pin</metric>
    <metric name="worst_setup_path_start_kind" unit="">input port</metric>
    <metric name="timing.critical_path.to_type" unit="">output pin</metric>
  </group>
  <group name="finish">
    <metric name="area_growth" unit="%">15.7</metric>
    <metric name="postLayoutCellArea" unit="mm²">0.0160</metric>
    <metric name="post_route_cells_drive_above_1_share" unit="%">4.19</metric>
    <metric name="max_reg_flops" unit="">64</metric>
  </group>
  <group name="cts">
    <metric name="cts_hold_buffers" unit="">0</metric>
    <metric name="cts_resized" unit="">0</metric>
    <metric name="post_cts_buffers" unit="">0</metric>
  </group>
  <group name="power">
    <metric name="power_density" unit="mW/mm²">9.54</metric>
    <metric name="peakVddDrop" unit="µV">4.15</metric>
    <metric name="power.static_leakage" unit="nW">6.76</metric>
  </group>
  <group name="hold_path">
    <metric name="hold_path.class" unit="">input port to output pin</metric>
    <metric name="timing.hold.worst_endpoint" unit="">Zero</metric>
    <metric name="min_from" unit="">b[63]</metric>
    <metric name="worst_hold_stages" unit="">9</metric>
  </group>
  <group name="run">
    <metric name="number_of_warning_messages_in_the_logs" unit="">160</metric>
    <metric name="max-cap-violations" unit="">0</metric>
  </group>
</metrics>
cells by family (layout without fill, tap and decap cells):
kind of cell | Yosys count | in the layout | synth area share [%]
mux | 18 | 18 | 1.35
simple gates | 673 | 673 | 23.7
fa+ha+maj | 193 | 193 | 17.5
buf+inv | 334 | 437 | 10.1
xor+xnor | 29 | 29 | 1.83
compound gates | 782 | 782 | 38.5
latches | 64 | 64 | 6.93
other cells | 1 | 1 | 0.0271
routing by layer:
layer	global-route usage, %	up-vias	part of all wire (%)
li1	-	7953	-
met5	0	-	0
met2	53.1	796	43
met4	6.82	0	2.5
met1	50.9	7780	46
met3	4.41	75	8.2
critical path, cell delays in order:
cell                              delay, ns
sky130_fd_sc_hd__clkdlybuf4s50_1       0.77
sky130_fd_sc_hd__nand4bb_2             0.93
sky130_fd_sc_hd__buf_4                 0.49
sky130_fd_sc_hd__buf_4                 0.27
sky130_fd_sc_hd__a211oi_1              0.26
sky130_fd_sc_hd__a21o_1                0.36
sky130_fd_sc_hd__nand3_1               0.14
sky130_fd_sc_hd__a221oi_1              0.28
sky130_fd_sc_hd__nand4bb_1             0.20
sky130_fd_sc_hd__or4_1                 0.56
sky130_fd_sc_hd__nor4_1                0.57
sky130_fd_sc_hd__nand3b_1              0.37
sky130_fd_sc_hd__nor4_1                0.69
sky130_fd_sc_hd__nand4_1               0.30
sky130_fd_sc_hd__nor4_2                0.20
sky130_fd_sc_hd__clkdlybuf4s50_1       0.50
report_power, final:
group          switching [mW]  internal [mW]  leakage (nW)
Clock                       0              0             0
Combinational          0.0904         0.0543          6.25
Sequential            0.00111        0.00698         0.511
Total                  0.0916         0.0613          6.76
cell type report:
class,count,area (µm²)
fill,3426,17800
multi-input combinational,1696,11500
timing repair buffer,227,2190
sequential,64,961
inverter,210,788
tap,448,561
how the worst max path moves through the flow:
stage | start | to | slack (ns) | cells past startpoint
CTS | ALUOp[1] | Zero | 29.69 | 16
global route | ALUOp[1] | Zero | 29.57 | 16
finish | ALUOp[1] | Zero | 29.74 | 16
cells in the final DEF, fill, tap and decap left out, types with 8 or more instances in the layout:
cell                              count
sky130_fd_sc_hd__a21oi_1            229
sky130_fd_sc_hd__nor2_1             199
sky130_fd_sc_hd__dlxtn_1             64
sky130_fd_sc_hd__a211oi_1            43
sky130_fd_sc_hd__o311ai_0            21
sky130_fd_sc_hd__a211o_1             10
sky130_fd_sc_hd__o21ai_0            116
sky130_fd_sc_hd__or2_2                8
sky130_fd_sc_hd__a221oi_1            17
sky130_fd_sc_hd__inv_1              207
sky130_fd_sc_hd__nor2b_1             22
sky130_fd_sc_hd__o21a_1              16
sky130_fd_sc_hd__mux2i_1             12
sky130_fd_sc_hd__and3_1              13
sky130_fd_sc_hd__nor3_1              55
sky130_fd_sc_hd__ha_1               191
sky130_fd_sc_hd__o221ai_1            10
sky130_fd_sc_hd__a311oi_1            20
sky130_fd_sc_hd__nand4_1             38
sky130_fd_sc_hd__o31ai_1             44
sky130_fd_sc_hd__a31oi_1             29
sky130_fd_sc_hd__buf_4               31
sky130_fd_sc_hd__or3_1               19
sky130_fd_sc_hd__a2111oi_0           12
sky130_fd_sc_hd__o31a_1              12
sky130_fd_sc_hd__o211ai_1            38
sky130_fd_sc_hd__nand3_1             54
sky130_fd_sc_hd__and2_1              10
sky130_fd_sc_hd__clkdlybuf4s50_1    196
sky130_fd_sc_hd__a21boi_0            12
sky130_fd_sc_hd__a21o_1              26
sky130_fd_sc_hd__nand2b_1            17
sky130_fd_sc_hd__xnor2_1             28
sky130_fd_sc_hd__nor4_1              35
sky130_fd_sc_hd__o21bai_1            22
sky130_fd_sc_hd__nand2_1            160
metrics by stage:
stage	util, %	power, mW	cells
finish	47.4	0.153	2645
global route	47.4	0.165	2645
CTS	47.4	0.150	2645
detailed placement	47.4	0.149	2645
global placement	47.4	0.149	2645
floorplan	-	0.0957	2094
Power figures rest on the tool's default switching activity, not on a simulated workload.
