==> design/flow/design.v <==
module Adder
  (
  input [63:0] a,b,
  output reg [63:0] out
  );
  always @ (a,b)
    out = a + b;
endmodule
module Instruction_Memory
(
	input [63:0] Inst_Address,
	output reg [31:0] Instruction
);
	reg [7:0] memory [15:0];
	initial
		begin
		memory[0] = 8'b10000011;
		memory[1] = 8'b00110100;
		memory[2] = 8'b10000101;
		memory[3] = 8'b00000010;
		memory[4] = 8'b10110011;
		memory[5] = 8'b10000100;
		memory[6] = 8'b10011010;
		memory[7] = 8'b00000000;
		memory[8] = 8'b10010011;
		memory[9] = 8'b10000100;
		memory[10] = 8'b00010100;
		memory[11] = 8'b00000000;
		memory[12] = 8'b00100011;
		memory[13] = 8'b00110100;
		memory[14] = 8'b10010101;
		memory[15] = 8'b00000010;
		end
	always @ (Inst_Address)
	begin
	  Instruction = {memory[Inst_Address+3], memory[Inst_Address+2], memory[Inst_Address+1],
		memory[Inst_Address]};
	end
endmodule
module Program_Counter
  (
  input clk, reset,
  input [63:0] PC_In,
  output reg [63:0] PC_Out
  );
  initial
  PC_Out = 64'b0;
  always @ (posedge clk)
  begin
    if (reset)
      PC_Out = 64'b0;
    else
      PC_Out = PC_In;
  end 
endmodule 
module Instruction_Fetch
  (
  input clk, reset,
  output [31:0] Instruction
  );
  wire [63:0] a, b, out;
  Program_Counter PC
  (
  .clk(clk),
  .reset(reset),
  .PC_In(out),
  .PC_Out(a)
  );
  Adder adder
  (
  .a(a),
  .b(64'd4),
  .out(out)
  );
  Instruction_Memory IM
  (
  .Inst_Address(a),
  .Instruction(Instruction)
  );
endmodule
==> design/flow/run.sh <==
#!/bin/bash
# OpenROAD 26Q1-2900-gdf79404cd8, Yosys 0.63+post, stock flow scripts
make -C /OpenROAD-flow-scripts/flow DESIGN_CONFIG=/design/flow/config.mk WORK_HOME=/design/flow/orfs finish
==> design/flow/config.mk <==
export PLATFORM = sky130hd
export DESIGN_NAME = Instruction_Fetch
export DESIGN_NICKNAME = Instruction_Fetch
export VERILOG_FILES = /design/flow/design.v
export SDC_FILE = /design/flow/constraint.sdc
export NUM_CORES = 4
export LEC_CHECK = 1
export CORE_AREA = 10 10 70 70
export DIE_AREA = 0 0 80 80
==> design/flow/constraint.sdc <==
current_design Instruction_Fetch

set clk_period 1.1
set clk_io_pct 0.2

create_clock -name clk0 -period $clk_period [get_ports {clk}]

set non_clock_inputs [all_inputs -no_clocks]
set_input_delay [expr $clk_period * $clk_io_pct] -clock clk0 $non_clock_inputs
set_output_delay [expr $clk_period * $clk_io_pct] -clock clk0 [all_outputs]
==> results.sh <==
# source this file to load flow results
export IMPL_global_route_peak_usage_layer="met2"
export IMPL_syn2layout_area_growth_pct=61.8
export IMPL_routed_wire_length_per_instance_microns=7.77
export IMPL_clock_fmax_mhz=799
export IMPL_power_density_mw_per_mm2=823
export IMPL_syn_instance_count=44
export IMPL_fin_worst_hold_slack_ns=0.574
export IMPL_clock_tree_root_cell="clkbuf_4"
export IMPL_max_cap_violations=0
export IMPL_first_global_vias=294
export IMPL_openroad_warnings=31
export IMPL_syn_avg_cell_area_sq_um=7.82
export IMPL_tritoncts="built"
export IMPL_netlist_top_cell_by_area="buf_4"
export IMPL_worstPathMaxFanout=4
export IMPL_cts_hold_buf=0
export IMPL_finalWorstPathRequiredPeriod_ns=1.25
export IMPL_end_kind="primary output"
export IMPL_htreeDepth=1
export IMPL_area_of_the_core_sq_mm=0.00342
export IMPL_leakage_dissipation_nw=0.266
export IMPL_reg2reg_from="PC.PC_Out[3]"
export IMPL_r2r_cells=3
export IMPL_drt_total_wl_microns=831
export IMPL_clk_pin_slew_worst_paths_ns=0.03
export IMPL_post_route_worst_setup_slack_ns=-0.152
export IMPL_post_route_period_util=1.14
export IMPL_violated_checks="setup timing"
export IMPL_clock_sink_count=2
export IMPL_largest_register_ffs=2
export IMPL_core_util_floorplan=0.101
export IMPL_seq_area_frac_synth=0.116
export IMPL_post_synth_num_cell_types=7
export IMPL_groute_layer_met3_usage=0.0125
export IMPL_r2r_setup_slack_ns=0.20
export IMPL_gr_usage_met2=0.0401
export IMPL_worstReg2RegEnd="PC.PC_Out[3]"
export IMPL_worst_path_most_repeated_cell="inv_4"
export IMPL_antenna_found_initial=0
export IMPL_vias=240
export IMPL_critical_path_slowest_cell="dfxtp_4"
export IMPL_yosys_cells=44
export IMPL_grt_pass1_wl_mm=1.32
export IMPL_clock_insertion_delay_worst_skew_ns=0.22
export IMPL_yosys_top_cells_area="buf_4 (57%), ha_1 (18%), dfxtp_1 (12%)"
export IMPL_grt_setup_unrepaired="yes"
export IMPL_irDropWorstVdd_uv=183
export IMPL_synth_area_yosys_sq_um=344
export IMPL_arrival_time_of_the_worst_setup_path_ns=1.03
export IMPL_yosys_area_top_type_share=0.567
export IMPL_ctsLongestPathBuffers=2
export IMPL_cts_buffers_inserted=3
export IMPL_gr_total_overflow=0
export IMPL_ys_flops=2
export IMPL_detail_route_first_pass_iterations=2
export IMPL_critPathRequiredTime_ns=0.88
export IMPL_layout_drive_gt1_share=0.656
export IMPL_dr_first_iter_drc_count=1
export IMPL_status="complete, but fails checks"
export IMPL_timing_setup_critical_path_class="reg -> out"
export IMPL_synthesis_area_sq_um=344
export IMPL_min_delay_path_class="in -> reg"
export IMPL_chip_area_sq_mm=0.00640
export IMPL_setup_viol_count_final=11
export IMPL_timing_critical_path_from="PC.PC_Out[3]"
export IMPL_critical_path_max_stage_delay_ns=0.35
export IMPL_yosys_warnings=3
export IMPL_gpl_final_weighted_congestion=0.583
export IMPL_viasPerCell=2.24
export IMPL_chipWidth_microns=80
export IMPL_groute_layer_met1_usage=0.0265
export IMPL_critPathCapture="Instruction[13]"
export IMPL_die_size_y_microns=80
export IMPL_rows=21
export IMPL_timing_final_hold_violations=0
export IMPL_grt_max_degree=5
export IMPL_startpoint_type="register"
export IMPL_detail_route_drc_violations=0
export IMPL_hpwlAfterDp_microns=663
export IMPL_finalClockSkew_ns=0.00193
export IMPL_detailedPlace_worstSlack_ns=-0.356
export IMPL_drt_antenna_violating_nets=0
export IMPL_crit_path_cell_trace="inv_4, ha_4, inv_4, buf_2"
export IMPL_ioPinCount=34
export IMPL_io_buffers=14
export IMPL_grt_usage=0.0243
export IMPL_filler_cell_count=386
export IMPL_final_max_slew_violation_count=0
export IMPL_n_antenna_cell=0
-- worst max-delay path: cells and delay by family, from the launching register on --
| kind | cells | cell delay [ns] |
|---|---|---|
| flip-flops | 1 | 0.35 |
| adder cells (fa/ha/maj) | 1 | 0.28 |
| buffers and inverters | 3 | 0.17 |
-- how the worst min path moves through the flow --
stage,from,end,cells after the start
CTS,reset,PC.PC_Out[3],2
global route,reset,PC.PC_Out[2],2
finish,reset,PC.PC_Out[2],2
-- stage by stage --
step	setup TNS [ns]	util	power [mW]	instances	instance area, sq um
2_1_floorplan	0	-	0.216	61	422
3_3_place_gp	-3.12	0.129	0.268	97	439
3_5_place_dp	-3.27	0.129	0.270	97	439
4_1_cts	-1.72	0.154	0.458	107	527
5_1_grt	-2.11	0.163	0.512	107	557
6_report	-1.47	0.163	0.458	107	557
-- power breakdown --
group	switching [mW]	internal (mW)
Combinational	0.0760	0.135
Clock	0.0396	0.120
Sequential	0.00671	0.0812
-- cell type report --
| cell class | instances | area, sq um | area share |
|---|---|---|---|
| clock buffers | 3 | 22.5 | 0.0404 |
| well taps | 46 | 57.6 | 0.103 |
| inverters | 7 | 31.3 | 0.0562 |
| repair buffers | 23 | 191 | 0.344 |
| flip-flops and latches | 2 | 45.0 | 0.0809 |
| multi-input cells | 26 | 209 | 0.375 |
-- cells in the final DEF, fill, tap and decap left out --
cell type / count
clkdlybuf4s50_1: 1
buf_4: 1
dfxtp_4: 1
nor2b_2: 1
dfxtp_2: 1
nor2_1: 1
inv_4: 2
conb_1: 19
buf_2: 10
ha_4: 5
buf_6: 11
inv_2: 5
clkbuf_4: 3
-- kinds of logic (layout without fill, tap and decap cells) --
group	after synthesis	after routing	synth area share
buf+inv	33	33	0.644
fa+ha+maj	5	5	0.182
other cells	2	19	0.0218
flops	2	2	0.116
simple gates	2	2	0.0364
-- cells in the mapped netlist --
cell type,instances
buf_4,26
inv_1,7
ha_1,5
conb_1,2
dfxtp_1,2
nor2_1,1
nor2b_2,1
-- what timing repair did --
action,CTS,global route
setup buffers,7,1
setup endpoints to repair,13,13
gates resized,61,10
pin swaps,3,2
-- per-layer routing --
| layer | share of wire | up-vias |
|---|---|---|
| met5 | 0 | - |
| met3 | 0.089 | 2 |
| li1 | - | 116 |
| met4 | 0.023 | 0 |
| met2 | 0.52 | 19 |
| met1 | 0.36 | 103 |
Power is estimated from default activity; no workload was simulated.
